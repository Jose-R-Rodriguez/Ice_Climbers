### design/flow/design.v
module get_plataform_hole(
    input clk,
    output reg[9:0] hole_start,
    output [9:0] hole_end
    );
	 parameter[4:0] width = 5'd30;
	 reg[19:0] cont_clk;
	 reg direccion;
	 assign hole_end = hole_start + width;
	 always @ (posedge clk)
	 begin
		if(cont_clk < 840000)
			cont_clk = cont_clk + 1'b1;
		else
		begin
			cont_clk = 20'b0;
			hole_start = (direccion)?(hole_start + 2'd3):(hole_start - 2'd3);;
			if( hole_end > 640)
				direccion = 0;
			else if( hole_start <= 0)
				direccion = 1;
		end
	 end
	 initial
	 begin
		hole_start = 10'd0;
		cont_clk = 20'd0;
		direccion = 1;
	 end
endmodule
module get_plataform_y(
    input clk,
    output reg[9:0] plataform_start,
    output [9:0] plataform_end
    );
	 parameter[4:0] height = 5'd30;
	 reg[19:0] cont_clk;
	 assign plataform_end = plataform_start + height;
	 always @ (posedge clk)
	 begin
		if(cont_clk < 840000)
			cont_clk = cont_clk + 1'b1;
		else
		begin
			cont_clk = 20'b0;
			plataform_start = plataform_start + 1'b1;
			if( plataform_start > 480)
				plataform_start = 1'b0;
		end
	 end
	 initial
	 begin
		plataform_start = 10'd0;
		cont_clk = 20'd0;
	 end
endmodule
module main(
    input clk50mhz,
    input reset,
    output [2:0] rgb,
    output hsync,
    output vsync
    );
	reg vga_clk;
	wire[9:0] plataform_start;
	wire[9:0] plataform_end;
	wire[9:0] hole_start;
	wire[9:0] hole_end;
	always @ (posedge clk50mhz)
		vga_clk = !vga_clk;
	get_plataform_y get_pos( vga_clk, plataform_start, plataform_end);
	get_plataform_hole get_hole( vga_clk, hole_start, hole_end);
	vga_logic vga (
		.clk(vga_clk),
		.reset(reset),
		.plataform_start(plataform_start),
		.plataform_end(plataform_end),
		.hole_start(hole_start),
		.hole_end(hole_end),
		.hsync(hsync),
		.vsync(vsync),
		.rgb(rgb)
    );
endmodule
module vga_logic(
    input clk,
	 input reset,
	 input[9:0] plataform_start,
	 input[9:0] plataform_end,
	 input[9:0] hole_start,
	 input[9:0] hole_end,
    output reg hsync,
    output reg vsync,
    output reg [2:0] rgb
    );
	reg[9:0] hcount;
	reg[9:0] vcount;
	always @ (posedge clk)
	begin
		if(reset)
			{hcount, vcount, rgb} = {10'd0, 10'd0, 3'b0};
		else
		begin
			if(hcount == 799)
			begin
				hcount = 0;
				if(vcount == 524)
					vcount = 0;
				else
					vcount = vcount + 1'b1;
			end
			else
				hcount = hcount + 1'b1;
		end
		if(vcount >= 490 && vcount < 492)
			vsync = 0;
		else
			vsync = 1;
		if(hcount >= 656 && hcount < 752)
			hsync = 0;
		else
			hsync = 1;
		if(hcount < 640 && vcount < 480)
			begin
			if(vcount >= plataform_start && vcount < plataform_end )
			begin
				if(hcount >= hole_start && hcount < hole_end )
					rgb = 3'b011;
				else
					rgb = 3'b100;
			end
			else
				rgb = 3'b011;
			end
		else
			rgb = 3'b000;
	end
endmodule
### design/flow/run.sh
#!/bin/bash
# OpenROAD 26Q1-2900-gdf79404cd8, Yosys 0.63+post, stock flow scripts
make -C /OpenROAD-flow-scripts/flow DESIGN_CONFIG=/design/flow/config.mk WORK_HOME=/design/flow/orfs finish
### design/flow/constraint.sdc
current_design main

set clk_period 2.5
set clk_io_pct 0.2

create_clock -name clk0 -period $clk_period [get_ports {clk50mhz}]

set non_clock_inputs [all_inputs -no_clocks]
set_input_delay [expr $clk_period * $clk_io_pct] -clock clk0 $non_clock_inputs
set_output_delay [expr $clk_period * $clk_io_pct] -clock clk0 [all_outputs]
### design/flow/config.mk
export PLATFORM = sky130hd
export DESIGN_NAME = main
export DESIGN_NICKNAME = main
export VERILOG_FILES = /design/flow/design.v
export SDC_FILE = /design/flow/constraint.sdc
export NUM_CORES = 4
export LEC_CHECK = 1
export CORE_UTILIZATION = 50
==> flow_metrics.py <==
# Flow results
metrics = {
    "status": {
        "outcome": "complete, no violations",
    },
    "final_timing": {
        "skew_ns": 0,
        "worst_slew_pin_slew_ns": 0.699,
        "slew_violations": 0,
        "untimed_endpoints": 110,
        "slew_headroom_pct": 53.4,
        "hold_viol": 0,
        "post-route-min-period_ns": 0.444,
        "layout_setup_ws_ns": 2.06,
        "fin_tns_setup_ns": 0,
        "rsz0062_at_grt": "no",
        "fin_hold_ws_ns": 0.367,
        "clock.fmax_mhz": 2250,
        "fin_crit_sh_pct": 17.8,
        "unclocked_regs": 85,
        "setup_viol": 0,
    },
    "grt": {
        "antenna_found_initial": 0,
        "grt_pass1_wl_um": 16300,
        "grt_pass1_vias": 3732,
        "track_usage_pct": 17.5,
        "overflow": 0,
        "grt_max_degree": 86,
    },
    "placed_design": {
        "gp_congestion": 0.867,
        "portBuffers": 6,
        "dp.cells": 742,
        "hpwl_um": 7130,
        "pre_cts_ws_ns": 2.05,
    },
    "worst_setup_path": {
        "crit_path_start": "vga_clk",
        "critPathCapture": "vga_clk",
        "crit_cells": 1,
        "slowest_stage": "dfxtp_2",
        "critPathLaunchType": "flip-flop",
        "required_ns": 2.39,
        "r2r_end": "vga_clk",
        "rr_startpoint": "vga_clk",
        "reg2reg_depth": 1,
        "reg2reg_slack_ns": 2.06,
        "cp_slowest_stage_delay_ns": 0.30,
        "path_cells": "inv_1",
        "cp-end-kind": "flip-flop",
        "critPathKind": "flip-flop to flip-flop",
        "crit_family": "flip-flops",
        "cp_num_buf_inv": 1,
        "crit_fanout": 2,
        "arrival_ns": 0.33,
    },
    "floorplanning": {
        "io_pins": 7,
        "design.core.area_um2": 10500,
        "die_w_um": 107,
        "rows": 37,
        "dieArea_um2": 11400,
        "fp_util_pct": 52.5,
        "die_h_um": 107,
    },
    "logic_synthesis": {
        "edf_count": 21,
        "netlist_instances": 611,
        "top_area_share_pct": 23.7,
        "ys_chip_area_um2": 5490,
        "ys_types": 69,
        "syn_avg_cell_area_um2": 8.98,
        "synth_top_flop_cell": "dfxtp_1",
        "synthTopCellsByArea": "dfxtp_1, ha_1, edfxtp_1",
        "syn_area_um2": 5490,
        "yosysCellCount": 611,
        "synthArstFlopShare_pct": 0,
        "ys.flops": 86,
        "synth_seq_share_pct": 35.2,
        "top_area_cell": "dfxtp_1",
        "yosysWarnings": 4,
    },
    "clock_network": {
        "cts_hold_buffers": 0,
        "post_cts_resized": 0,
        "cts_setup_buffers": 0,
        "clkTransAtPathRegs_ns": 0,
        "clk_latency_ns": 0,
    },
    "pwr": {
        "p_total_uw": 29.6,
        "power.density_nw_per_um2": 5.21,
        "ir_drop_uv": 68.5,
        "power.leakage_uw": 0.00237,
    },
    "final_layout": {
        "syn_to_final_growth_pct": 3.40,
        "drive_above_1_share_pct": 3.80,
        "stdcell_count": 742,
        "mostFrequentLayoutCells": "nor2_1, dfxtp_1, ha_1, xnor2_1, inv_1",
        "num-fill-cells": 976,
        "final_common_cell": "nor2_1",
        "flop_area_um2": 1930,
        "logic_area_um2": 3340,
    },
    "flow_run": {
        "log.warning_count": 35,
        "drv_cap": 0,
    },
    "drt": {
        "vias_per_cell": 5.40,
        "finalWirelength_um": 9070,
        "drc": 0,
        "drtAntennaViolNets": 0,
        "first_pass_iters": 4,
        "routedWlPerCell_um": 12.2,
        "num_vias": 4007,
        "drt_iter0_drc": 203,
        "diodes": 0,
    },
    "worst_hold_path": {
        "hold_path.class": "flip-flop to flip-flop",
    },
}
-- layer usage --
metal / vias up / share of wire [%] / track usage [%]
li1: 2161 / - / -
met2: 29 / 45 / 29.3
met4: 0 / 0.38 / 0.489
met3: 2 / 0.79 / 0.124
met5: - / 0 / 0
met1: 1815 / 54 / 28.3
-- through the flow --
stage,area (µm²),util [%]
after floorplan,5490,-
after global placement,5680,54.2
after detailed placement,5680,54.2
after CTS,5680,54.2
after global routing,5680,54.2
final,5680,54.2
-- Yosys cell counts (all sizes together) (5+ instances only) --
cell	n
edfxtp	21
nand4	13
nor2b	5
o21ai	23
o211ai	8
nor3	15
a21oi	21
clkbuf	10
dfxtp	65
ha	58
and3	16
and4	5
a21o	5
nor3b	5
inv	41
xor2	26
xnor2	50
a211oi	7
nand3	29
nor2	81
nand2	34
o21a	7
-- kinds of logic after synthesis --
logic type      synth area share, %
xor+xnor                       12.1
flops                          35.2
compound gates                 13.1
fa+ha+maj                      13.6
other cells                  0.0683
buf+inv                        4.15
simple gates                   21.6
mux                           0.205
-- report_power, final --
part | switching [µW] | leakage [µW] | internal, µW
Combinational | 7.81 | 0.00165 | 5.09
Sequential | 0 | 0.000721 | 16.7
Clock | 0 | 0 | 0
Total | 7.81 | 0.00237 | 21.8
-- layout make-up --
class / count / share of cell area (%)
Inverter: 41 / 2.71
Multi-Input combinational cell: 470 / 58.8
Tap cell: 136 / 3.00
Timing Repair Buffer: 9 / 1.46
Sequential cell: 86 / 34.1
-- flip-flops by register name, indices dropped and copies added, names as in the netlist, 2 cells and up --
register                 flops
vga.hcount                  10
vga.vcount                  10
get_hole.cont_clk           20
vga.rgb                      2
get_pos.plataform_start     10
get_pos.cont_clk            20
get_hole.hole_start         10
-- how the worst min path moves through the flow --
stage	startpoint	to	cells past startpoint
6_report	vga_clk	vga_clk	1
5_1_grt	vga_clk	vga_clk	1
4_1_cts	vga_clk	vga_clk	1
No activity file was given, so power comes from the tool's default toggle rates.
